File: flow/design.v
module ALU(input [15:0] in1,in2, input [3:0] imm , input [2:0] opcode , output reg [15:0] out , output N,Z,output reg V);
	wire [7:0] outUp8 , outDwn8;
	satAdder#(8) 	paddsbUp(.a(in1[15:8]) , .b(in2[15:8]) , .out(outUp8 ) , .overFlowFlag()),
			paddsbDw(.a(in1[7:0]) , .b(in2[7:0]) , .out(outDwn8) , .overFlowFlag());
	wire [15:0] 	satAddOut , satSubOut;
	wire 		satAddV   , satSubV;
	satAdder#(16)	add(.a(in1) , .b(in2) , .out(satAddOut) , .overFlowFlag(satAddV)) , 
			sub(.a(in1) , .b(-in2) , .out(satSubOut) , .overFlowFlag(satSubV));
	always@(*)	begin
		out 	= 0;
		V 	= 0;
		case(opcode)	
			0: begin
				out 	= satAddOut;
				V 	= satAddV;
			end
			1: begin
				out 	={outUp8 , outDwn8};
			end
			2: begin
				out 	= satSubOut;
				V 	= satSubV;
			end
			3: begin
				out 	= ~(in1 & in2);
			end
			4: begin
				out 	= (in1 ^ in2);
			end
			5: begin
				out 	= (in1 <<imm);
			end
			6: begin
				out 	= (in1 >>imm);
			end
			7: begin
				out 	= (in1 >>>imm);
			end
		endcase
	end
	assign Z = out == 0;
	assign N = out[15] == 1;
endmodule
module satAdder #(parameter WIDTH = 8)(input signed [WIDTH-1:0] a,b,output reg signed [WIDTH-1:0] out , output overFlowFlag);
	wire [WIDTH-1:0] s;
	assign s = a+b;
	assign overFlowFlag = ((a[WIDTH-1])&(b[WIDTH-1])&(~s[WIDTH-1])) | 
			      ((~a[WIDTH-1])&(~b[WIDTH-1])&(s[WIDTH-1]));
	always@(*) begin
		if(overFlowFlag)
			out = (a[WIDTH-1]) ? -(1<<15) : (1<<15)-1 ;
		else
			out = s;
	end
endmodule
File: flow/run.sh
#!/bin/bash
# OpenROAD 26Q1-2900-gdf79404cd8, Yosys 0.63+post, stock flow scripts
make -C /OpenROAD-flow-scripts/flow DESIGN_CONFIG=/design/flow/config.mk WORK_HOME=/design/flow/orfs finish
File: flow/config.mk
export PLATFORM = sky130hd
export DESIGN_NAME = ALU
export DESIGN_NICKNAME = ALU
export VERILOG_FILES = /design/flow/design.v
export SDC_FILE = /design/flow/constraint.sdc
export NUM_CORES = 4
export LEC_CHECK = 1
export CORE_UTILIZATION = 30
File: flow/constraint.sdc
current_design ALU

set clk_period 21.1
set clk_io_pct 0.2

create_clock -name clk0 -period $clk_period

set non_clock_inputs [all_inputs -no_clocks]
set_input_delay [expr $clk_period * $clk_io_pct] -clock clk0 $non_clock_inputs
set_output_delay [expr $clk_period * $clk_io_pct] -clock clk0 [all_outputs]
==> Changelog: implementation <==
### Physical design

* Share of cells above drive strength 1 at 0.09192
* Detailed-route via count at 5209
* Setup ws final at 6262 ps
* Design area at 5204 µm²
* Simple-Gate Fraction of Synth Area at 0.2180
* Most instantiated logic cells after routing: clkdlybuf4s50_1, a21oi_1, nor2_1, nand2_1
* Final Hold Viols at 0
* Post-Place Cell Area at 5204 µm²
* Met3 GRT Util at 0.04623
* Die Wd at 125.0 µm
* Period utilization at 0.7032
* Fillers at 1539
* Yosys Warn Count at 3
* Via density at 6.391
* DRC at 0
* Yosys Instances at 603
* Comb area leader: AND-OR/OR-AND gates
* Worst stage delay on the critical path at 490 ps
* Max Cap Viol at 0
* Wire length per cell at 22.33 µm
* Static Leakage at 1.907 nW
* GRT met2 Usage at 0.3635
* Post_cts resized at 0
* Worst Path Buf+Inv at 2
* Worst hold path type: input port to output port
* Setup Viol. Count Final at 0
* Drt first pass iters at 23
* Adder share at 0.1268
* Antenna Cells at 0
* Dpl hpwl at 14.60 mm
* Antenna-violating nets left at 0
* Num sequential at 0
* Total die size at 15630 µm²
* Area leader, netlist: ha_1
* Mapped cell area at 4539 µm²
* Crit-path cells: clkdlybuf4s50_1 -> or3_1 -> nor2_1 -> nand2_1 -> xor2_1 -> ha_1 -> nand4_1 -> a211oi_1 -> nor3_1 -> o31ai_1 -> a21o_1 -> a21oi_1 -> fa_1 -> mux2_2 -> a21oi_1 -> a222oi_1 -> o211ai_1 -> a21o_1 -> a41oi_1 -> a31o_1 -> o2111ai_1 -> nor2_1 -> clkdlybuf4s50_1
* Logic area at 4257 µm²
* Tool Warnings at 39
* Starting DRT DRC Count at 515
* Syn avg cell area at 7.528 µm²
* Number of global-route vias before repair at 4846
* Pre-CTS setup slack at 6365 ps
* Layout area overhead at 14.64%
* Yosys Chip Area at 4539 µm²
* Post-CTS Setup Inserts at 0
* Syn Inst Count at 603
* Worst Tran Pin Value at 865.6 ps
* Peak VDD IR at 14.52 µV
* Multiplexer share at 0.1783
* Largest fanout on the critical path at 17
* Storage cell area at 0 µm²
* CP Capture Type: output port
* Slew Viols, Final at 0
* Unique cell types at 85
* FP Util at 0.3100
* Setup TNS Final at 0 ps
* Global-route wire length before repair at 28.70 mm
* Status: complete, no violations
* Crit-path leading delay family: AND-OR/OR-AND gates
* Crit path time final at 14840 ps
* Tot GR Track Use at 0.2388
* Post-synthesis compound-gate area fraction at 0.3470
* Met1 Use GR at 0.3527
* Max-area cell share at 0.1047
* Cell area power density at 30.98 nW/µm²
* Worst EP arrival at 10620 ps
* WL final at 18.20 mm
* Final RePlAce weighted congestion at 0.9870
* Largest net degree at the start of global routing at 47
* Register area share after synthesis at 0
* Unrepaired setup endpoints after global routing: false
* Crit Path Class: input port to output port
* Critical path's slowest cell: clkdlybuf4s50_1
* I/O pin cnt at 58
* Initial antenna violation count at 0
* Core area at 14640 µm²
* Largest cells by area: ha_1, mux4_2, a21oi_1, o21ai_0, mux2i_1
* FP Rows at 44
* CP Data Required Time at 16880 ps
* Final-layout clock buffer total at 0
* IO Port Bufs at 58
* Most numerous logic cell after layout: clkdlybuf4s50_1
* XORs/XNORs by Area at 0.06753
* Startpoint types: input port
* Vertical die size at 125.0 µm
* # hold bufs at CTS at 0
* Global route hottest layer: met2
* Maximum clock frequency at 67.39 MHz
* Slew headroom at 0.4230
* Gr ovfl total at 0
[synthesized netlist by cell type (5+ instances only)]
master / count
a211oi_1: 13
a21o_1: 14
a21oi_1: 52
a222oi_1: 5
a22oi_1: 6
a31oi_1: 7
and2_1: 7
buf_2: 12
clkbuf_1: 19
fa_1: 5
ha_1: 38
inv_1: 20
mux2_2: 7
mux2i_1: 18
mux4_2: 21
nand2_1: 41
nand2b_1: 9
nand3_1: 14
nand4_1: 5
nor2_1: 46
nor3_1: 25
nor4_1: 8
o2111ai_1: 7
o211ai_1: 9
o21a_1: 7
o21ai_0: 38
o21ai_1: 7
or3_1: 5
xnor2_1: 20
xor2_1: 15
[through the flow]
step	std cells	hold slack (ps)	total power [W]	utilization
after floorplan	603	8629	0.0001018	-
after global placement	815	9813	0.0001593	0.3553
after detailed placement	815	9774	0.0001577	0.3553
after CTS	815	9776	0.0001587	0.3553
after global routing	815	9914	0.0001748	0.3553
final	815	9813	0.0001612	0.3553
[per-layer routing]
| metal | up-vias | part of all wire | routed length (µm) |
|---|---|---|---|
| li1 | 2427 | - | - |
| met1 | 2466 | 0.44 | 8053 |
| met2 | 286 | 0.44 | 7918 |
| met3 | 30 | 0.096 | 1756 |
| met4 | 0 | 0.026 | 471 |
| met5 | - | 0 | 0 |
[worst min-delay path, delay by kind of cell]
family                 cells  cell delay, ps
AOI/OAI and AO/OA          1             190
buffers and inverters      2            1170
[power by group]
part / leakage, nW / internal (W) / switching (W)
Combinational: 1.91 / 0.0000698 / 0.0000914
Clock: 0 / 0 / 0
Sequential: 0 / 0 / 0
[cell families after synthesis]
kind of cell | Yosys count
XOR/XNOR | 35
AND/OR/NAND/NOR | 191
multiplexers | 52
AND-OR/OR-AND | 222
buffers and inverters | 60
adder cells (fa/ha/maj) | 43
[final timing paths]
check  endpoint  cells past startpoint  startpoint
max           Z                     23      in2[2]
min           V                      3   opcode[0]
[final cells by class]
class / instances / share of cell area
Multi-Input combinational cell: 543 / 0.8180
Timing Repair Buffer: 67 / 0.1226
Inverter: 21 / 0.01515
Tap cell: 184 / 0.04424
Power is estimated from default activity; no workload was simulated.
