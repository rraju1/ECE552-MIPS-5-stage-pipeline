File: flow/run.sh
#!/bin/bash
# OpenROAD 26Q1-2900-gdf79404cd8, Yosys 0.63+post, stock flow scripts
make -C /OpenROAD-flow-scripts/flow DESIGN_CONFIG=/design/flow/config.mk WORK_HOME=/design/flow/orfs finish
File: flow/config.mk
export PLATFORM = sky130hd
export DESIGN_NAME = HazardDec
export DESIGN_NICKNAME = HazardDec
export VERILOG_FILES = /design/flow/design.v
export SDC_FILE = /design/flow/constraint.sdc
export NUM_CORES = 4
export LEC_CHECK = 1
export CORE_AREA = 10 10 70 70
export DIE_AREA = 0 0 80 80
File: flow/constraint.sdc
current_design HazardDec

set clk_period 2.6
set clk_io_pct 0.2

create_clock -name clk0 -period $clk_period

set non_clock_inputs [all_inputs -no_clocks]
set_input_delay [expr $clk_period * $clk_io_pct] -clock clk0 $non_clock_inputs
set_output_delay [expr $clk_period * $clk_io_pct] -clock clk0 [all_outputs]
File: flow/design.v
module HazardDec(IFIDrs,IFIDrt,IDEXrd,PCsrc,IDEXMemRead,IDEXRegWrite,
		 IM_read,wr_pc,IFID_clear,wr_IFID,IDEX_clear,wr_IDEX,
		 EXMEM_clear,wr_EXMEM,MEMWB_clear,wr_MEMWB);
input PCsrc,IDEXMemRead,IDEXRegWrite;
input [3:0] IFIDrs,IFIDrt,IDEXrd;
output wr_pc,IM_read,IFID_clear,wr_IFID,IDEX_clear,wr_IDEX,
	 EXMEM_clear,wr_EXMEM,MEMWB_clear,wr_MEMWB;
reg jump, IMread, IFflush, IFwr, IDflush, IDwr,
	EXflush, EXwr, MEMflush,MEMwr;
initial begin
		#25
		jump = 1'b1;  
		IMread = 1'b1;
		IFwr = 1'b1;
end 
always @ (PCsrc,IDEXMemRead,IDEXRegWrite,IFIDrs,IFIDrt,IDEXrd)
begin
	if(PCsrc)begin
		jump = 1'b1;
		IMread = 1'b1;
		IFflush = 1'b1;
		IDflush = 1'b1;
		MEMwr = 1'b1;
		EXwr = 1'b0;
	end else if(IDEXMemRead && IDEXRegWrite && ((IFIDrs == IDEXrd)||(IFIDrt==IDEXrd)))begin
		EXwr = 1'b1;
		MEMwr = 1'b1;
		jump = 1'b0; 
		IFwr = 1'b0;
		IDflush = 1'b1;  
		IMread = 1'b0;
	end else begin
		IFflush = 1'b0;  
		IDflush = 1'b0;
		EXflush = 1'b0;
		MEMflush = 1'b0;
		jump = 1'b1;  
		IMread = 1'b1;
		IFwr = 1'b1;
		IDwr = 1'b1;
		EXwr = 1'b1;
		MEMwr = 1'b1;
	end
end
assign wr_pc = jump; 
assign IM_read = IMread;  
assign IFID_clear = IFflush;  
assign wr_IFID = IFwr; 
assign IDEX_clear = IDflush;
assign wr_IDEX = IDwr;
assign EXMEM_clear = EXflush;
assign wr_EXMEM = EXwr;
assign MEMWB_clear = MEMflush;
assign wr_MEMWB = MEMwr;
endmodule 
==> results.txt <==
Implementation numbers.

- The synthesized flop and latch total reads 2.
- The core area reads 0.003416 mm2.
- The cell at the slowest stage of the critical path is sky130_fd_sc_hd__clkdlybuf4s50_1.
- The Yosys chip area is 200.2 um2.
- The number of setup violations in the final report is 0.
- The data arrival time of the critical path reads 1.95 ns.
- The cell area after placement reads around 450 um2.
- The number of global-route vias before repair is roughly 230.
- After global routing, the most crowded layer is met2.
- Once layout is done, the placed cells without fillers occupy 436.7 um2.
- The port buffer count reads 21.
- The final non-filler cell total is 89.
- STA classifies the critical path endpoint as a primary output.
- The aggregate global-route resource usage is 0.02218.
- The met3 usage is 0.004545.
- The final-layout setup total negative slack is 0 ns.
- The final cycle utilization of the critical path is 0.9511.
- The smallest clock period supported by the final layout is computed as 2.473 ns.
- The library cells used most frequently in the layout, excluding fill and tap cells, are sky130_fd_sc_hd__dlygate4sd2_1 (13), sky130_fd_sc_hd__xor2_1 (8), sky130_fd_sc_hd__clkdlybuf4s50_1 (8).
- The wire length after detailed routing reads just over 700 um.
- The power after layout is between 40 and 50 uW.
- Per the synthesis report, the XOR/XNOR share of the synthesized area is 0.3500.
- The number of vias per cell is between 2 and 2.5.
- The total placed cells including tap cells reads 89.
- The source of the worst hold timing path reads IDEXRegWrite.
- The pre-antenna-repair detailed-routing pass consisted of 2 iterations.
- The max-slew violation total from the final report is 0.
- The horizontal die size reads 80 um.
- The total I/O pin count reads 25.
- The overall via count from detail_route reads 202.
- The main logic family after synthesis is XOR/XNOR gates.
- The synthesized instance count is 24.
- The endpoint of the worst hold path is reported as wr_pc.
- Per the synthesis report, the simple-gate share of the synthesized area is 0.1938.
- The detailed-route wire length per cell is 8.146 um.
- The number of warnings in the stage logs reads 32.
- Per the power-grid run, VDD falls by no more than between 0.015 and 0.02 mV.
- The number of warnings issued by yosys reads 1.
- The fraction of the core area occupied by cells at floorplan reads 0.05861.
- The count of unresolved DRC violations after routing reads 0.
- The vertical die size is 80 um.
- The global-route wire length before repair reads 1.159 mm.
- By instance count after routing, the leading logic cell type is sky130_fd_sc_hd__dlygate4sd2_1.
- Listed in order, past its start point the critical path passes dlygate4sd2_1 -> xor2_1 -> nor4_2 -> o211ai_2 -> nand2b_4 -> clkdlybuf4s50_1.
- After synthesis the cells add up to roughly 200 um2.
- The synthesized netlist was found by Yosys to have 24 cells.
- The number of failing hold endpoints at the final stage reads 0.
- 4 endpoints have no timing constraint.
- The leakage component of the power was reported as 0.0001934 uW.
- The power density over the cells is 96.67 mW/mm2.
- The initial antenna violation count is 0.
- The largest net degree at the start of global routing reads 5.
- The fraction of synthesized area in multiplexers reads 0.
- The initialized floorplan defines 21 standard-cell rows.
- The adder-cell share of the synthesized area reads 0.
- The per-instance average area after synthesis reads 8.341 um2.
- The share of post-route cells with drive strength above 1 is 0.1163.
- The critical path start-end classification reads in2out.
- The max-capacitance violation count reads 0.
- The critical-path maximum fanout is 3.
- The met1 track demand over resource in global routing reads 0.02180.
- Summed over all nets, the half-perimeter wirelength after detailed placement is 714 um.
- In the hold timing report, the worst path depth is 4.
- The number of different library cells used by synthesis comes to 10.
- The flow ran to the end, and the final reports show no timing, DRC or antenna violations.
- The kind of start point of the critical path is an input pin.
- On the critical path the largest part of the delay comes from buffers and inverters.
- Global routing finished with a remaining overflow of 0.
- The maximum clock frequency is 0.4044 GHz.
- The data required time reported for the critical path is between 2 and 2.5 ns.
- The cell-mix breakdown from Yosys lists the compound-gate area share as 0.06250.
- The maximum cell stage delay along the critical path is 0.40 ns.
- The count of antenna diodes in the layout is 0.
- Setup repair after global routing left no endpoint under its margin.
- The count of unclocked register or latch pins is 2.
- Hold repair after CTS inserted 0 buffers.
- The depth of the critical timing path with buffers and inverters included reads 6.
- The die area reads 0.006400 mm2.
- The sum of buffers and inverters on the critical path is 2.
- In this run the layout overhead on the synthesized area is reported as 118.1%.
- Looking at the post-CTS report, the setup buffer insertion count equals 0.
- The tightest min-delay check is of the in2out type.
- Detailed-route iteration 0 reported a violation count of 5.
- The global placement routability congestion is 0.7183.
- The remaining number of nets flagged by the antenna check after routing is 0.
- The routing usage on met2 reads 0.04735.
final cells by class:
cell class	count	area, um2
repair buffers	22	201.4
flip-flops and latches	2	30.03
multi-input cells	18	143.9
well taps	46	57.56
fillers	409	2979
inverters	1	3.754
flip-flops by register name, summed over array words and instances (netlist names):
| name | count |
|---|---|
| IFflush | 1 |
| IFwr | 1 |
per-stage QoR:
step | util | worst slack (ns) | hold slack, ns
final | 0.1278 | 0.1270 | 1.873
after global routing | 0.1278 | 0.0001792 | 1.909
after CTS | 0.1278 | 0.08137 | 1.894
after detailed placement | 0.1304 | -0.1504 | 2.028
after global placement | 0.1304 | -0.1422 | 2.026
after floorplan | - | 0.7368 | 1.065
routing by layer:
| metal | vias up | share of wire |
|---|---|---|
| met1 | 93 | 0.30 |
| li1 | 104 | - |
| met5 | - | 0 |
| met2 | 5 | 0.65 |
| met4 | 0 | 0 |
| met3 | 0 | 0.041 |
kinds of logic (layout without fill, tap and decap cells):
kind of cell | count (synthesis) | after routing
buf+inv | 6 | 23
latches | 2 | 2
compound gates | 1 | 1
xor+xnor | 8 | 8
other cells | 2 | 4
simple gates | 5 | 5
what timing repair did:
action                                  CTS  global route
pin swaps                                 6             2
endpoints found under the setup margin    3             2
resized                                  14             0
power breakdown:
part / total (uW) / switching, uW / internal (uW)
clock network: 0 / 0 / 0
registers: 1.29 / 0.0582 / 1.23
logic: 40.9 / 15.8 / 25.1
cells in the mapped netlist:
library cell	instances	area share
sky130_fd_sc_hd__buf_4	5	0.19
sky130_fd_sc_hd__inv_1	1	0.019
sky130_fd_sc_hd__nand2_1	1	0.019
sky130_fd_sc_hd__dlxtn_1	2	0.15
sky130_fd_sc_hd__xor2_1	8	0.35
sky130_fd_sc_hd__nor4_2	2	0.12
sky130_fd_sc_hd__nor2_1	1	0.019
sky130_fd_sc_hd__o211ai_2	1	0.062
sky130_fd_sc_hd__conb_1	2	0.038
sky130_fd_sc_hd__nand2b_1	1	0.031
worst max path at each step:
| stage | from | to |
|---|---|---|
| CTS | IDEXrd[2] | IM_read |
| global route | IDEXrd[2] | IM_read |
| finish | IDEXrd[1] | IM_read |
No activity file was given, so power comes from the tool's default toggle rates.
