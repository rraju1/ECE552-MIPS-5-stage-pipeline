==> flow/design.v <==
module forwardUnit(IDEXrs,IDEXrt,EXMEMrd,EXMEMregWrite,
		   MEMWBrd,MEMWBregWrite,forA,forB);
input EXMEMregWrite,MEMWBregWrite;
input [3:0] IDEXrs,IDEXrt,EXMEMrd,MEMWBrd;
output [1:0] forA,forB;
assign forA = (EXMEMregWrite && (EXMEMrd != 4'b0000) && (EXMEMrd==IDEXrs))? 10 :
	      (MEMWBregWrite && (MEMWBrd != 4'b0000) && (MEMWBrd==IDEXrs))? 01 : 00;
assign forB = (EXMEMregWrite && (EXMEMrd != 4'b0000) && (EXMEMrd==IDEXrt))? 10 :
	      (MEMWBregWrite && (MEMWBrd != 4'b0000) && (MEMWBrd==IDEXrt))? 01 : 00;
endmodule
==> flow/run.sh <==
#!/bin/bash
# OpenROAD 26Q1-2900-gdf79404cd8, Yosys 0.63+post, stock flow scripts
make -C /OpenROAD-flow-scripts/flow DESIGN_CONFIG=/design/flow/config.mk WORK_HOME=/design/flow/orfs finish
==> flow/config.mk <==
export PLATFORM = sky130hd
export DESIGN_NAME = forwardUnit
export DESIGN_NICKNAME = forwardUnit
export VERILOG_FILES = /design/flow/design.v
export SDC_FILE = /design/flow/constraint.sdc
export NUM_CORES = 4
export LEC_CHECK = 1
export CORE_AREA = 10 10 70 70
export DIE_AREA = 0 0 80 80
==> flow/constraint.sdc <==
current_design forwardUnit

set clk_period 2.5
set clk_io_pct 0.2

create_clock -name clk0 -period $clk_period

set non_clock_inputs [all_inputs -no_clocks]
set_input_delay [expr $clk_period * $clk_io_pct] -clock clk0 $non_clock_inputs
set_output_delay [expr $clk_period * $clk_io_pct] -clock clk0 [all_outputs]
==> Flow_metrics.wiki <==
=== Synthesis and place and route ===
{| class="wikitable"
! Metric !! Value
|-
| Result of the run || complete, no violations
|-
| Port Buf Inserts || 22
|-
| Largest area contributor in the netlist || sky130_fd_sc_hd__xor2_1
|-
| Area taken by flip-flops and latches || 0 sq um
|-
| Transition time at the pin with the least slew margin || 0.295 ns
|-
| Met2 Resource Use GR || 0.0738
|-
| Maximum clock rate || 408 MHz
|-
| Via count of the first global-routing pass || 336
|-
| Commonest cells after routing, fill and taps aside || sky130_fd_sc_hd__dlygate4sd2_1, sky130_fd_sc_hd__xor2_1, sky130_fd_sc_hd__clkdlybuf4s50_1, sky130_fd_sc_hd__buf_4, sky130_fd_sc_hd__xnor2_1
|-
| Lkg Pwr || 0.235 nW
|-
| HP Class || in -> out
|-
| Die area || 0.00640 sq mm
|-
| Max_cap viols || 0
|-
| Number of setup buffers added after CTS || 0
|-
| CTS hold repair buffers || 0
|-
| Total Routed Length || 1090 um
|-
| Ratio of total power to cell area || 136 mW/mm^2
|-
| DRC violations left || 0
|-
| Maximum number of pins on one net before global-route repair || 4
|-
| Share of cells above drive strength 1 || 0.200
|-
| Antenna violation net count after detailed routing || 0
|-
| Seq share, synth || 0
|-
| HPWL after detailed placement || 1030 um
|-
| Count of final hold-check violations || 0
|-
| I/O pin count || 22
|-
| Design Area, Final || 543 sq um
|-
| Width of the die || 80 um
|-
| Leftover overflow at the end of global routing || 0
|-
| Final Util || 0.159
|-
| Ant diodes || 0
|-
| Core Box Area || 0.00342 sq mm
|-
| Minimum clock period || 2.45 ns
|-
| Syn Std Cell Area || 228 sq um
|-
| Seq cells || 0
|-
| Clk_buf instances || 0
|-
| Most used logic cell in the final layout || sky130_fd_sc_hd__dlygate4sd2_1
|-
| Iteration-0 DRC count of the detailed router || 6
|-
| Final setup violation count || 0
|-
| Antenna violations before repair || 0
|-
| Max IR drop VDD || 0.0197 mV
|-
| Chip Area, Yosys || 228 sq um
|-
| Post-DR wirelength/cell || 10.8 um
|-
| Standard-cell rows || 21
|-
| Gr usage total || 0.0328
|-
| Sum of negative setup slack || 0 ns
|-
| Avg Synthesized Cell Area || 8.13 sq um
|-
| Maximum fanout encountered on the critical timing path || 2
|-
| Rel. slew slack || 0.801
|-
| # Cells Yosys || 28
|-
| Share of the cycle needed by the critical path after routing || 0.981
|-
| Chip height || 80 um
|-
| Arrival time reported for the critical path endpoint || 1.95 ns
|-
| Worst setup SP type || input pin
|-
| Detailed-route vias per instance || 2.98
|-
| Most Used Layer, Global Route || met2
|-
| Cells after Synth || 28
|-
| GR Layer Usage met1 || 0.0316
|-
| Largest type area fraction || 0.385
|-
| Count of yosys warnings during synthesis || 0
|-
| Top cells by area || sky130_fd_sc_hd__xor2_1, sky130_fd_sc_hd__xnor2_1, sky130_fd_sc_hd__o41ai_2, sky130_fd_sc_hd__nor4_1, sky130_fd_sc_hd__nand2_1
|-
| Fp util || 0.0667
|-
| Routability congestion estimate || 0.765
|-
| Number of different library cells in the post-synthesis netlist || 11
|-
| Total tool warning count || 32
|-
| First-pass detailed-route iteration total || 3
|-
| Via count || 301
|-
| Global routing met3 resource utilization || 0.00227
|-
| Final Max Slew Viols || 0
|-
| Critical path required time || 2.00 ns
|-
| Area added between synthesis and finish || 138%
|-
| Global-route wire length before repair || 1660 um
|-
| Post-DP Area || 543 sq um
|-
| Critical setup path kind || in -> out
|-
| CP Capture Type || output port
|}
[power breakdown]
group	internal, mW	total (mW)	switching (mW)	leakage [nW]
clock network	0	0	0	0
registers	0	0	0	0
logic	0.0431	0.0737	0.0306	0.235
[through the flow]
step	cells	setup WS (ns)	hold slack (ns)	total power [mW]
2_1_floorplan	28	0.833	1.08	0.0266
3_3_place_gp	101	-0.180	2.04	0.0783
3_5_place_dp	101	-0.205	2.06	0.0791
4_1_cts	101	0.0161	1.86	0.0702
5_1_grt	101	-0.0193	1.88	0.0800
6_report	101	0.0466	1.84	0.0737
[timing repair]
item | CTS | global route
gates resized | 16 | 7
gates cloned | 0 | 0
pin swaps | 5 | 3
endpoints found under the setup margin | 4 | 3
[synth_stat cells]
cell / number
sky130_fd_sc_hd__o41ai_2: 1
sky130_fd_sc_hd__o211a_1: 1
sky130_fd_sc_hd__nand2_1: 3
sky130_fd_sc_hd__xor2_1: 10
sky130_fd_sc_hd__xnor2_1: 6
sky130_fd_sc_hd__nor3_1: 1
sky130_fd_sc_hd__o41a_1: 1
sky130_fd_sc_hd__o311a_2: 1
sky130_fd_sc_hd__or3_1: 1
sky130_fd_sc_hd__nor2_1: 1
sky130_fd_sc_hd__nor4_1: 2
[per-layer routing]
metal  routed length [um]  vias to the layer above  share of wire
li1                     -                      156              -
met3                   24                        0          0.022
met2                  700                        4           0.64
met1                  366                      141           0.34
met4                    0                        0              0
met5                    0                        -              0
[critical path, stage by stage]
cell                              delay (ns)
sky130_fd_sc_hd__dlygate4sd2_1          0.26
sky130_fd_sc_hd__o41ai_2                0.38
sky130_fd_sc_hd__buf_4                  0.17
sky130_fd_sc_hd__o311a_2                0.17
sky130_fd_sc_hd__clkdlybuf4s50_1        0.46
[path summary, 6_finish.rpt]
kind / cells after the start / endpoint / slack, ns / start
min: 6 / forB[1] / 1.84 / IDEXrt[0]
max: 5 / forA[0] / 0.05 / EXMEMrd[0]
[layout make-up]
cell class	instances	area, sq um
Fill cell	392	2870
Multi-Input combinational cell	28	248
Tap cell	46	57.6
Timing Repair Buffer	27	238
[cell families after synthesis]
family / after synthesis / share of synthesized area
xor+xnor: 16 / 0.615
compound gates: 4 / 0.214
simple gates: 8 / 0.170
Power and IR drop assume default switching activity.
